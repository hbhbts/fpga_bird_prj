## /design/flow/run.sh

```bash
#!/bin/bash
# OpenROAD 26Q1-2900-gdf79404cd8, Yosys 0.63+post, stock flow scripts
make -C /OpenROAD-flow-scripts/flow DESIGN_CONFIG=/design/flow/config.mk WORK_HOME=/design/flow/orfs finish
```

## /design/flow/config.mk

```make
export PLATFORM = sky130hd
export DESIGN_NAME = pe
export DESIGN_NICKNAME = pe
export VERILOG_FILES = /design/flow/design.v
export SDC_FILE = /design/flow/constraint.sdc
export NUM_CORES = 4
export LEC_CHECK = 1
export CORE_UTILIZATION = 50
```

## /design/flow/constraint.sdc

```tcl
current_design pe

set clk_period 10.5
set clk_io_pct 0.2

create_clock -name clk0 -period $clk_period [get_ports {clk}]

set non_clock_inputs [all_inputs -no_clocks]
set_input_delay [expr $clk_period * $clk_io_pct] -clock clk0 $non_clock_inputs
set_output_delay [expr $clk_period * $clk_io_pct] -clock clk0 [all_outputs]
```

## /design/flow/design.v

```verilog
package utils_pkg;
	parameter VERSION = "1.0";
endpackage
import utils_pkg::*;
module pe 
#(
	parameter int ID_VAL = 0,
	parameter int ID_WIDTH = 6,
	parameter int IN_DATA_WIDTH = 8,
	parameter int OUT_DATA_WIDTH = 24
) 
(
	input logic clk,
	input logic rst,
	input logic i_load_vld,
	input logic [ID_WIDTH-1:0] i_load_id,
	input logic [IN_DATA_WIDTH-1:0] i_load_data,
	output logic o_load_vld,
	output logic [ID_WIDTH-1:0] o_load_id,
	output logic [IN_DATA_WIDTH-1:0] o_load_data,
	input logic i_pop_vld,
	output logic o_pop_vld,
	input logic [OUT_DATA_WIDTH-1:0] i_up_data,
	input logic [IN_DATA_WIDTH-1:0] i_left_data,
	output logic [IN_DATA_WIDTH-1:0] o_right_data,
	output logic [OUT_DATA_WIDTH-1:0] o_down_data
);
localparam UP2DN_PN = 3;
localparam LF2RT_PN = 1;
logic hit_id;
logic [1-1:0] load_index;
logic [IN_DATA_WIDTH-1:0] load_wgt[0:1];
logic [IN_DATA_WIDTH-1:0] load_wgt_r0;
logic [IN_DATA_WIDTH-1:0] load_wgt_r1;
logic [IN_DATA_WIDTH-1:0] load_wgt_r2;
logic [IN_DATA_WIDTH-1:0] load_wgt_r3;
logic [1-1:0] pop_index;
logic pop_vld_s[0:UP2DN_PN];
logic [OUT_DATA_WIDTH-1:0] up_data_r0;
logic [OUT_DATA_WIDTH-1:0] up_data_r1;
logic [OUT_DATA_WIDTH-1:0] down_data_r0;
logic [IN_DATA_WIDTH-1:0] left_data_r0;
logic [IN_DATA_WIDTH-1:0] left_data_r1;
logic [IN_DATA_WIDTH-1:0] left_data_r2;
logic [IN_DATA_WIDTH-1:0] right_data_s[0:LF2RT_PN];
assign hit_id = i_load_vld && i_load_id == ID_VAL;
always_ff @(posedge clk) begin
	if(rst == 1)
		load_index <= 0;
	else if(hit_id == 1)
		load_index <= load_index + 1'd1;
end
always_ff @(posedge clk) begin
	if(hit_id == 1)
		load_wgt[load_index] <= i_load_data;
end
always_ff @(posedge clk) begin
	if(hit_id == 1)
		o_load_vld <= 0;
	else
		o_load_vld <= 1;
	o_load_id <= i_load_id;
	o_load_data <= i_load_data;
end
always_ff @(posedge clk) begin
	if(rst == 1)
		pop_index <= 0;
	else if(i_pop_vld == 1)
		pop_index <= pop_index + 1'd1;
end
assign pop_vld_s[0] = i_pop_vld;
generate 
	for(genvar i = 0; i < UP2DN_PN; i++) begin: gen_pop_vld_s
		always_ff @(posedge clk) begin
			pop_vld_s[i+1] <= pop_vld_s[i];
		end
	end
endgenerate
assign o_pop_vld = pop_vld_s[UP2DN_PN];
always_ff @(posedge clk) begin
	load_wgt_r0 <= load_wgt[pop_index];
	load_wgt_r1 <= load_wgt_r0;
	load_wgt_r2 <= load_wgt_r1;
	load_wgt_r3 <= load_wgt_r2;
	left_data_r0 <= i_left_data;
	left_data_r1 <= left_data_r0;
	left_data_r2 <= left_data_r1;
	up_data_r0 <= i_up_data;
	up_data_r1 <= up_data_r0;
end
always_ff @(posedge clk) begin
	down_data_r0 <= left_data_r2 * load_wgt_r3 + up_data_r1;
	o_down_data <= down_data_r0;
end
assign right_data_s[0] = i_left_data;
generate
	for(genvar i = 0; i < LF2RT_PN; i++) begin: gen_right_data_s
		always_ff @(posedge clk) begin
			right_data_s[i+1] <= right_data_s[i];
		end
	end
endgenerate
assign o_right_data = right_data_s[LF2RT_PN];
endmodule
```

==> impl_metrics.prom <==
# HELP chip_impl_metric Physical implementation figures
# TYPE chip_impl_metric gauge
chip_impl_metric{name="synth.distinct_cells",unit=""} 38
chip_impl_metric{name="die_area",unit="mm2"} 0.0144
chip_impl_metric{name="dr_vias",unit=""} 3853
chip_impl_metric{name="globalplace.congestion",unit=""} 0.862
chip_impl_metric{name="detailed_place_hpwl",unit="um"} 7520
chip_impl_metric{name="rr_worst_depth",unit=""} 14
chip_impl_metric{name="total_leakage_power",unit="nW"} 3.96
chip_impl_metric{name="achievable-frequency",unit="MHz"} 219
chip_impl_metric{name="first_pass_iters",unit=""} 4
chip_impl_metric{name="drive_above_1_share",unit="%"} 6.25
chip_impl_metric{name="core.rowCount",unit=""} 42
chip_impl_metric{name="antenna_violations_before_repair",unit=""} 0
chip_impl_metric{name="cts_inserted_buffers",unit=""} 17
chip_impl_metric{name="floorplan.initialDensity",unit="%"} 51.8
chip_impl_metric{name="fin_setup_tns",unit="ps"} 0
chip_impl_info{name="slowest_stage",value="sky130_fd_sc_hd__fa_1"} 1
chip_impl_metric{name="dpl_worst_slack",unit="ps"} 5940
chip_impl_metric{name="transition_time_at_the_pin_with_the_least_slew_margin",unit="ps"} 776
chip_impl_info{name="cpMostUsedCell",value="sky130_fd_sc_hd__fa_1"} 1
chip_impl_info{name="outcome",value="completed"} 1
chip_impl_info{name="worstReg2RegEnd",value="down_data_r0[20]$_DFF_P_"} 1
chip_impl_metric{name="slew_headroom",unit="%"} 48.1
chip_impl_metric{name="synth-edff-count",unit=""} 16
chip_impl_metric{name="synth_warnings",unit=""} 3
chip_impl_metric{name="timing.final.crit_share",unit="%"} 43.5
chip_impl_metric{name="maxCapViolations",unit=""} 0
chip_impl_metric{name="placedCellCount",unit=""} 832
chip_impl_metric{name="via_count_of_the_first_global_routing_pass",unit=""} 3814
chip_impl_info{name="holdCritPathClass",value="reg -> reg"} 1
chip_impl_metric{name="grt.overflow.total",unit=""} 0
chip_impl_metric{name="antenna-diode-count",unit=""} 0
chip_impl_metric{name="area.sequential",unit="mm2"} 0.00392
chip_impl_info{name="cp_cell_sequence",value="and2_1 -> fa_1 -> fa_1 -> inv_1 -> fa_1 -> fa_1 -> inv_1 -> ha_1 -> a21o_1 -> a2111oi_0 -> a21boi_1 -> o31a_2 -> nor2_1 -> xor2_1"} 1
chip_impl_metric{name="die.size.y",unit="um"} 120
chip_impl_info{name="critical-path-top-delay-family",value="adder cells"} 1
chip_impl_metric{name="setup_violations",unit=""} 0
chip_impl_metric{name="clock_insertion_delay_worst_skew",unit="ps"} 420
chip_impl_metric{name="drt_first_iter_violations",unit=""} 143
chip_impl_metric{name="grt_start_max_net_pins",unit=""} 19
chip_impl_metric{name="synth.cell_area",unit="mm2"} 0.00694
chip_impl_metric{name="total_wirelength",unit="um"} 10200
chip_impl_metric{name="area_growth_syn_to_layout",unit="%"} 24.9
chip_impl_metric{name="drt-vias-per-instance",unit=""} 4.46
chip_impl_metric{name="post_synth_fa_ha_maj_area_fraction",unit="%"} 21.8
chip_impl_metric{name="cts_buffer_depth",unit=""} 2
chip_impl_metric{name="grt_usage",unit="%"} 15.9
chip_impl_metric{name="synth-area-yosys",unit="mm2"} 0.00694
chip_impl_info{name="timing.setup.critical_path_class",value="reg -> reg"} 1
chip_impl_info{name="setup.worst_path.end_class",value="register"} 1
chip_impl_metric{name="total_power",unit="W"} 0.00204
chip_impl_metric{name="timing.critical_path.slowest_cell_delay",unit="ps"} 540
chip_impl_metric{name="clock-sinks",unit=""} 188
chip_impl_metric{name="synth_flops",unit=""} 188
chip_impl_metric{name="ant_nets",unit=""} 0
chip_impl_metric{name="synthSimpleGateAreaFrac",unit="%"} 7.42
chip_impl_metric{name="critical_path_peak_fanout",unit=""} 8
chip_impl_metric{name="finalClockSkew",unit="ps"} 10.8
chip_impl_metric{name="io_buffers",unit=""} 97
chip_impl_info{name="worstSetupEndpoint",value="down_data_r0[20]$_DFF_P_"} 1
chip_impl_metric{name="floorplan.core_area",unit="mm2"} 0.0134
chip_impl_info{name="dominantRegCellSynth",value="sky130_fd_sc_hd__dfxtp_1"} 1
chip_impl_info{name="biggest_combinational_cell_group_after_synthesis",value="adder cells"} 1
chip_impl_metric{name="post_cts_buffers",unit=""} 0
chip_impl_metric{name="critical_path_buf_inv_count",unit=""} 2
chip_impl_metric{name="post_cts_resize_count",unit=""} 0
chip_impl_metric{name="max-vdd-ir-drop",unit="mV"} 0.133
chip_impl_metric{name="avgSynthCellArea",unit="um2"} 12.3
chip_impl_metric{name="r2r_setup_slack",unit="ps"} 5930
chip_impl_metric{name="worstSetupPathDepth",unit=""} 14
chip_impl_metric{name="final_period_minus_worst_setup_slack",unit="ps"} 4570
chip_impl_metric{name="max_h_tree_level",unit=""} 4
chip_impl_metric{name="clkTransAtPathRegs",unit="ps"} 70
chip_impl_metric{name="log.warning_count",unit=""} 26
chip_impl_metric{name="ys_sh_mux",unit="%"} 1.30
chip_impl_info{name="clock-root-buffer",value="sky130_fd_sc_hd__clkbuf_16"} 1
chip_impl_metric{name="xor_area_share",unit="%"} 2.40
chip_impl_metric{name="die.size.x",unit="um"} 120
chip_impl_metric{name="synth.yosys.num_cells",unit=""} 566
chip_impl_metric{name="synth-compound-area-share",unit="%"} 4.65
chip_impl_info{name="critical_path.reg2reg.startpoint",value="left_data_r2[5]$_DFF_P_"} 1
chip_impl_metric{name="io-pin-count",unit=""} 98
chip_impl_metric{name="grt_pass1_wl",unit="um"} 17300
chip_impl_metric{name="cp_data_required_time",unit="ps"} 10810
chip_impl_metric{name="fin_hold_ws",unit="ps"} 323
chip_impl_metric{name="layout.filler_cells",unit=""} 1004
chip_impl_metric{name="slew_violations",unit=""} 0
chip_impl_metric{name="avgRoutedWirePerCell",unit="um"} 11.8
chip_impl_info{name="worst_setup_path_startpoint",value="left_data_r2[5]$_DFF_P_"} 1
chip_impl_metric{name="cts_hold_repair.buffers",unit=""} 0
chip_impl_metric{name="async_flop_share",unit="%"} 0
chip_impl_metric{name="power.density_cell_area",unit="mW/mm2"} 235
chip_impl_metric{name="instances_no_fill",unit=""} 864
chip_impl_metric{name="drcViolationCount",unit=""} 0
chip_impl_metric{name="critical_path_arrival",unit="ps"} 4880
chip_impl_info{name="cts_tree",value="yes"} 1
chip_impl_metric{name="fin_ws",unit="ps"} 5930
chip_impl_info{name="start_kind",value="register"} 1
chip_impl_metric{name="combGateArea",unit="mm2"} 0.00261
chip_impl_metric{name="yosys.stat.seqShare",unit="%"} 56.5
chip_impl_metric{name="synth_cells",unit=""} 566
chip_impl_info{name="unrepaired_setup_endpoints_after_global_routing",value="false"} 1
chip_impl_metric{name="final-hold-violation-count",unit=""} 0
[power breakdown]
group,internal [W],total [W],switching (W)
Sequential,0.000823,0.000851,0.0000275
Combinational,0.000301,0.000589,0.000288
Clock,0.000326,0.000602,0.000277
[kinds of logic after synthesis]
logic type / after synthesis
DFF: 188
buffers and inverters: 107
and+or+nand+nor: 103
adders and majority gates: 91
AOI/OAI and AO/OA: 50
xor gates and xnor gates: 19
muxes: 8
[cell usage after synthesis, drive strengths merged, types with 2 or more instances]
library cell / n / area share (%)
dfxtp: 172 / 50
ha: 41 / 7.4
nand4: 2 / 0.18
a21boi: 2 / 0.27
a21o: 6 / 0.65
and2: 36 / 3.2
nand3: 4 / 0.29
o21bai: 3 / 0.32
fa: 50 / 14
mux2: 8 / 1.3
buf: 3 / 0.31
inv: 100 / 5.4
o211ai: 4 / 0.43
xnor2: 12 / 1.5
nand2: 39 / 2.1
a21oi: 19 / 1.4
and3: 3 / 0.27
xor2: 7 / 0.88
nor3: 2 / 0.14
edfxtp: 16 / 6.9
o21ai: 7 / 0.50
nor2: 13 / 0.70
clkbuf: 4 / 0.22
[how the worst min path moves through the flow]
stage         depth (start not counted)                   start                endpoint
global route                          0  load_wgt_r1[6]$_DFF_P_  load_wgt_r2[6]$_DFF_P_
CTS                                   0  up_data_r0[18]$_DFF_P_  up_data_r1[18]$_DFF_P_
finish                                0  up_data_r0[18]$_DFF_P_  up_data_r1[18]$_DFF_P_
[layer usage]
metal  vias to the layer above  GRT usage [%]  share of wire, %
met3                        13           3.20               4.4
met1                      1762           26.9                51
met4                         0           2.73               2.0
li1                       1981              -                 -
met2                        97           23.2                43
met5                         -              0                 0
[through the flow]
stage	area [um2]	util (%)
detailed placement	8100	60.4
global route	8670	64.7
finish	8670	64.7
global placement	8100	60.4
CTS	8670	64.7
floorplan	6940	-
[worst reg2reg max path, stage by stage, from the launching register on]
cell and delay (ps):
sky130_fd_sc_hd__dfxtp_1 490, sky130_fd_sc_hd__and2_1 200, sky130_fd_sc_hd__fa_1 440, sky130_fd_sc_hd__fa_1 540, sky130_fd_sc_hd__inv_1 50, sky130_fd_sc_hd__fa_1 500
sky130_fd_sc_hd__fa_1 540, sky130_fd_sc_hd__inv_1 40, sky130_fd_sc_hd__ha_1 370, sky130_fd_sc_hd__a21o_1 200, sky130_fd_sc_hd__a2111oi_0 400, sky130_fd_sc_hd__a21boi_1 250
sky130_fd_sc_hd__o31a_2 220, sky130_fd_sc_hd__nor2_1 70, sky130_fd_sc_hd__xor2_1 130
[sequential cells by signal, summed over array words and instances (netlist names), 3 cells and up]
register and count:
down_data_r0 24, o_down_data 24, up_data_r0 24, up_data_r1 24, load_wgt 16, left_data_r0 8
left_data_r1 8, left_data_r2 8, load_wgt_r0 8, load_wgt_r1 8, load_wgt_r2 8, load_wgt_r3 8
o_load_data 8, o_load_id 6, pop_vld_s 3
[layout make-up]
| type | instances | area share (%) |
|---|---|---|
| inverter | 100 | 4.33 |
| clock inverter | 14 | 1.41 |
| multi-input combinational | 271 | 30.1 |
| clock buffer | 18 | 5.19 |
| sequential | 188 | 45.2 |
| tap | 176 | 2.54 |
| timing repair buffer | 97 | 11.2 |
[cells in the final DEF (no fill, tap or decap), drive strengths merged, types with 13 or more instances in the layout]
master and instances:
a21oi 19, and2 36, clkbuf 18, clkdlybuf4s50 97, dfxtp 172, edfxtp 16, fa 50, ha 41
inv 108, nand2 39, nor2 13
Power figures rest on the tool's default switching activity, not on a simulated workload.
